==> design.v <==
module APB_Slave(PCLK,PRESETn,PSEL,PENABLE,PWRITE,PADDR,PWDATA,PRDATA,PREADY
                ,tx_busy,tx_done,rx_busy,rx_done,rx_error,rx_data,rx_en
                ,rx_rst,tx_en,tx_rst,tx_data);
parameter IDLE = 2'b00 ;
parameter SETUP = 2'b01 ;
parameter ACCESS = 2'b10 ;
parameter ADDR_CTRL_REG = 32'h00000000 ;
parameter ADDR_STATS_REG = 32'h00000001 ;
parameter ADDR_TX_REG = 32'h00000002 ;
parameter ADDR_RX_REG = 32'h00000003 ;
input PCLK,PRESETn,PSEL,PENABLE,PWRITE ;
input [31:0] PADDR,PWDATA ;
output reg [31:0] PRDATA;
output reg PREADY ;
input tx_busy,tx_done,rx_busy,rx_done,rx_error ;
input [7:0] rx_data;
output rx_en,rx_rst,tx_en,tx_rst ;
output [7:0] tx_data ;
reg [31:0] CTRL_REG,STATS_REG,TX_DATA,RX_DATA ;
reg [1:0] cs,ns ;
always @(posedge PCLK or negedge PRESETn) begin
    if (~PRESETn)
        cs <= IDLE ;
    else 
        cs <= ns ;
end
always @(*) begin
    case (cs)
        IDLE: begin
            if (PSEL)
                ns = SETUP ;
            else
                ns = IDLE ;
        end
        SETUP: begin
            if (PSEL & PENABLE)
                ns = ACCESS ;
            else
                ns = SETUP ;
        end
        ACCESS: begin
            if (PSEL & PREADY)
                ns = SETUP ;
            else if (~PSEL)
                ns = IDLE ;
            else
                ns = ACCESS ;
        end
    endcase
end
always @(posedge PCLK or negedge PRESETn) begin
    if(~PRESETn) begin
        CTRL_REG <= 0;
        TX_DATA  <= 0;
        PREADY   <= 0;
        PRDATA   <= 0;
    end
    else begin
        case (cs)
            IDLE: begin
                PRDATA <= 0 ;
                PREADY <= 0 ;
            end
            SETUP: begin
                PRDATA <= 0 ;
                PREADY <= 0 ;
            end
            ACCESS: begin
                if (PWRITE) begin
                    if (PENABLE) begin
                        PREADY <= 1 ;
                        if (PADDR == ADDR_CTRL_REG) begin
                            CTRL_REG <= PWDATA ;
                        end
                        else begin
                            TX_DATA <= PWDATA ;
                        end
                    end
                    else
                        PREADY <= 0 ;
                end
                else begin
                    if (PENABLE) begin
                        PREADY <= 1 ;
                        if (PADDR == ADDR_RX_REG)
                            PRDATA <= RX_DATA ;
                        else
                            PRDATA <= STATS_REG ;
                    end
                    else begin
                        PREADY <= 0 ;
                    end
                end
            end
        endcase
    end
end
    assign rx_en = CTRL_REG[0] ;
    assign rx_rst = CTRL_REG[1] ;
    assign tx_rst = CTRL_REG[2] ;
    assign tx_en = CTRL_REG[3] ;
    assign tx_data = TX_DATA ;
always @(posedge PCLK or negedge PRESETn) begin
    if (~PRESETn)
        STATS_REG <= 0 ;
    else begin
        STATS_REG[0] <= tx_busy ;
        STATS_REG[1] <= tx_done ;
        STATS_REG[2] <= rx_busy ;
        STATS_REG[3] <= rx_done ;
        STATS_REG[4] <= rx_error ;
        STATS_REG[31:5] <= 0 ;
    end
end
always @(posedge PCLK or negedge PRESETn) begin
    if(~PRESETn)
        RX_DATA <= 0 ;
    else if(rx_done) begin
        RX_DATA[7:0] <= rx_data ;
    end
end
endmodule
module Baud(clk,rst,baud_tick);
parameter BAUD = 9600 ;
parameter FREQUENCY = 100000000 ;
localparam FINAL = (FREQUENCY / (BAUD)) ;
input clk,rst ;
output reg baud_tick ;
reg [19:0]counter ;
always @(posedge clk or negedge rst) begin
    if (~rst) begin
        counter <= 0 ;
        baud_tick <=0 ;
    end
    else if(counter == FINAL-1) begin
        counter <= 0 ;
        baud_tick <= 1 ;
    end
    else begin
        counter <= counter + 1 ;
        baud_tick <= 0 ;
    end
end
endmodule
module UART_APB_Top (PCLK,PRESETn,PSEL,PENABLE,PWRITE,PADDR,
                    PWDATA,PRDATA,PREADY,RX,TX);
input  PCLK ;            
input  PRESETn ;         
input PSEL,PENABLE,PWRITE ;
input [31:0] PADDR ;
input [31:0] PWDATA ;
output [31:0] PRDATA ;
output       PREADY ;
input  RX ;    
output TX ;   
wire rx_en, rx_rst, tx_en, tx_rst;
wire [7:0] tx_data;
wire [7:0] rx_data;
wire tx_busy, tx_done, rx_busy, rx_done, rx_error;
wire baud_tick;
    Baud baud_gen (
        .clk(PCLK),
        .rst(PRESETn),
        .baud_tick(baud_tick)
    );
    UART_module uart_inst (
        .PRESETn(PRESETn),
        .PCLK(PCLK),
        .rx_en(rx_en),
        .rx_rst(rx_rst),
        .tx_en(tx_en),
        .tx_rst(tx_rst),
        .tx_data(tx_data),
        .tx_busy(tx_busy),
        .tx_done(tx_done),
        .rx_busy(rx_busy),
        .rx_done(rx_done),
        .rx_error(rx_error),
        .rx_data(rx_data),
        .baud_tick(baud_tick),
        .RX(RX),
        .TX(TX)
    );
    APB_Slave apb_slave (
        .PCLK(PCLK),
        .PRESETn(PRESETn),
        .PSEL(PSEL),
        .PENABLE(PENABLE),
        .PWRITE(PWRITE),
        .PADDR(PADDR),
        .PWDATA(PWDATA),
        .PRDATA(PRDATA),
        .PREADY(PREADY),
        .tx_busy(tx_busy),
        .tx_done(tx_done),
        .rx_busy(rx_busy),
        .rx_done(rx_done),
        .rx_error(rx_error),
        .rx_data(rx_data),
        .rx_en(rx_en),
        .rx_rst(rx_rst),
        .tx_en(tx_en),
        .tx_rst(tx_rst),
        .tx_data(tx_data)
    );
endmodule
module UART_module (PRESETn,PCLK,rx_en,rx_rst,tx_en,tx_rst,tx_data,
            tx_busy,tx_done,rx_busy,rx_done,rx_error,rx_data,baud_tick,RX,TX);
parameter START_BIT = 0 ;
parameter END_BIT= 1 ;
input PRESETn,PCLK ;
input rx_en,rx_rst,tx_en,tx_rst ;
input [7:0] tx_data ;
output reg tx_busy,tx_done,rx_busy,rx_done,rx_error ;
output reg [7:0] rx_data;
input baud_tick ;
input RX ;
output reg TX ;
reg [9:0] tx_reg ;
reg [3:0] tx_counter ;
reg [9:0] rx_reg ;
reg [3:0] rx_counter ;
always @(posedge PCLK or negedge PRESETn) begin
        if (~PRESETn)
            tx_reg <= 0;
        else if (tx_rst)
            tx_reg <= 0;
        else if (~tx_busy)
            tx_reg <= {1'b0,tx_data,1'b1} ;
end
always @(posedge PCLK or negedge PRESETn) begin
    if(~PRESETn) begin 
        TX <= 1 ;
        tx_counter <= 9 ;
        tx_busy <= 0 ;
        tx_done <= 0 ;
    end
    else if(tx_rst) begin 
        TX <= 1 ;
        tx_counter <= 9 ;
        tx_busy <= 0 ;
        tx_done <= 0 ;
    end
    else begin
        if (tx_en & baud_tick) begin
            TX <= tx_reg[tx_counter] ;
            tx_counter <= tx_counter - 1 ;
            if (tx_counter == 0) begin
                tx_busy <= 0 ;
                tx_done <= 1 ;
                tx_counter <= 9 ;
            end
            else begin
                tx_busy <= 1 ;
                tx_done <= 0 ;
            end
        end
    end 
end
always @(posedge PCLK or negedge PRESETn) begin
    if(~PRESETn) begin
        rx_counter <= 9;
        rx_busy <= 0 ;
        rx_done <= 0 ;
        rx_reg <= 0 ;
    end
    else if(rx_rst) begin
        rx_counter <= 9;
        rx_busy <= 0 ;
        rx_done <= 0 ;
        rx_reg <= 0 ;
    end
    else begin
        if (rx_en & baud_tick & !rx_done) begin
            rx_counter <= rx_counter - 1 ;
            rx_reg[rx_counter] <= RX ;
            if (rx_counter == 0) begin
                rx_busy <= 0 ;
                rx_done <= 1 ;
                rx_data <= rx_reg [8:1] ;
                rx_counter <= 9 ;
            end
            else
                rx_busy <= 1 ;
        end
    end 
end
always @(posedge PCLK or negedge PRESETn) begin
    if (~PRESETn) begin
        rx_error <= 0 ;
    end
    else if (rx_done && (rx_reg[0] != 1'b1 || rx_reg[9] != 1'b0))
        rx_error <= 1 ;
    else
        rx_error <= 0 ;
end
endmodule
==> constraint.sdc <==
current_design UART_APB_Top

set clk_period 3.1
set clk_io_pct 0.2

create_clock -name clk0 -period $clk_period [get_ports {PCLK}]

set non_clock_inputs [all_inputs -no_clocks]
set_input_delay [expr $clk_period * $clk_io_pct] -clock clk0 $non_clock_inputs
set_output_delay [expr $clk_period * $clk_io_pct] -clock clk0 [all_outputs]
==> run.sh <==
#!/bin/bash
# OpenROAD 26Q1-2900-gdf79404cd8, Yosys 0.63+post, stock flow scripts
make -C /OpenROAD-flow-scripts/flow DESIGN_CONFIG=/design/flow/config.mk WORK_HOME=/design/flow/orfs finish
==> config.mk <==
export PLATFORM = sky130hd
export DESIGN_NAME = UART_APB_Top
export DESIGN_NICKNAME = UART_APB_Top
export VERILOG_FILES = /design/flow/design.v
export SDC_FILE = /design/flow/constraint.sdc
export NUM_CORES = 4
export LEC_CHECK = 1
export CORE_UTILIZATION = 30
==> reports/results.ini <==
[timing]
unclocked_regs=2
rsz0062_at_grt=false
setup_viol=0
period_minus_slack_ns=2.60
fmax_mhz=385
finalClockSkew_ns=0.00788
period_used_share=0.838
fin_setup_tns_ns=0
slew_headroom=0.527
hold_violations=0
tightest_slew_ns=0.710
setup_slack_ns=0.502
untimed_endpoints=4
slew_viol_final=0

[floorplan]
io_pins=104
die-height_um=126
initial_core_util=0.305
num_rows=45
die-area_um2=15900
fp.dieW_um=126
core_um2=15100

[drt]
vias=3053
routedWlPerCell_um=12.5
antenna_left=0
dr.pass1.iters=4
route.detailed.drc=0
drtIter0Drc=90
vias_per_cell=4.64
totalWireLength_um=8220
antenna_cells=0

[pwr]
p_switching_mw=0.511
power_mw=2.74
p_sw_frac=0.186
pwr-share-seq=0.475
p_leak_nw=2.51
power_density_nw_per_um2=487
p_int_mw=2.23
vdd_drop_max_mv=0.291
clockPowerShare=0.489
pwr-share-comb=0.036

[clock_network]
hold_buffers=0
h-tree-depth=3
cts_tree=built
cts_buffers=9
cts_setup_buffers=0
root_buffer=clkbuf_16
clockBufferDepth=2
cts_resized=0
clk_latency_ns=0.34
path_clk_slew_ns=0.07

[setup_path]
r2r_start=uart_inst.rx_counter[0]
cp_max_fo=15
critical_path.cell_chain=inv_1 > ha_1 > o21ba_2 > mux2i_1 > o22ai_1 > nand3_1 > a32o_1
setup.worst_path.start_class=register
rrSetupSlack_ns=0.50
endpoint_kind=register
r2r-end=uart_inst.rx_reg[2]
cp_slowest_cell=dfstp_2
cpPeakStageDelay_ns=0.68
r2r_cells=7
setup.worst_path.class=register to register
arrival_ns=2.83
required_ns=3.33

[synthesis]
yosys_warnings=3
synth_cell_types=52
ys.flops=100
synth.top_cell.area_share=0.460
ys_sh_aoi=0.0728
yosys.area.top_type=dfrtp_1
synth_dominant_cell_count=dfrtp_1
synth.avg_cell_area_um2=11.3
synth_chip_area_um2=4620
syn-cell-area_um2=4620
synth_stat.cells=409
yosys.area_share.adder=0.0298
ys_sh_mux=0.0869
top_logic_kind=simple AND/OR/NAND/NOR gates
ff_type=dfrtp_1
xor_area_frac=0.0341
async_reset_ff_frac=0.900
postSynthCellCount=409
synth-edff-count=8
common_cells=85 x dfrtp_1, 47 x nor2_1, 33 x nand2_1, 24 x buf_4, 21 x mux2_2
area_leaders=dfrtp_1 46%, edfxtp_1 5.2%, mux2_2 5.1%
synth_simple_gate_area_share=0.165

[place]
post-place-ws_ns=0.302
dp_hpwl_um=5740
gp_congestion=0.781
portBuffers=55

[min_path]
hold_path_class=input pin to async pin

[global_routing]
antenna_found_initial=0
grt_usage=0.111
grt.overflow.total=0
grt_max_degree=58
grt_pass1_vias=2949
grt_pass1_wl_um=14000

[flow_run]
maxCapViolations=0
warnings=56

[finish]
largest_reg_flops=20
drive_gt1_frac=0.113
area.growth.synth_to_final_pct=21.7

[outcome]
status=completed

[power groups by stage]
stage,combinational (mW),sequential (mW),clock [mW]
4_1_cts,0.102,1.30,1.37
5_1_grt,0.111,1.30,1.42
6_report,0.0991,1.30,1.34
[worst max-delay path by stage]
| stage | startpoint | depth (start not counted) | slack (ns) | end |
|---|---|---|---|---|
| final | uart_inst.rx_counter[0] | 7 | 0.50 | uart_inst.rx_reg[2] |
| after global routing | uart_inst.rx_counter[0] | 7 | 0.35 | uart_inst.rx_reg[2] |
| after CTS | uart_inst.rx_counter[0] | 7 | 0.54 | uart_inst.rx_reg[2] |
[routing by layer]
metal / vias up / track usage / routed length (um)
li1: 1500 / - / -
met1: 1481 / 0.168 / 3960
met2: 59 / 0.173 / 3820
met3: 13 / 0.0208 / 270
met4: 0 / 0.0184 / 170
met5: - / 0 / 0
[layout by cell type, fill, tap and decap left out, drive strengths merged, types with 5 or more instances in the layout]
cell type      instances
xnor2                 11
nor4                  12
nor3                   8
mux2i                 12
nor2b                  7
dfstp                  5
clkdlybuf4s50         54
a221o                  5
o21ai                  7
nand2                 33
clkbuf                10
edfxtp                 8
inv                   14
ha                    11
mux2                  21
dfrtp                 85
nor2                  47
a21oi                  7
nand3                 19
xor2                   7
conb                  24
o211ai                 5
nand4                  7
[layout make-up]
cell class                      instances  area, um2
Clock buffer                           10        229
Clock inverter                          6        136
Fill cell                            1412       9520
Inverter                               13       48.8
Multi-Input combinational cell        284       1890
Sequential cell                       100       2530
Tap cell                              188        235
Timing Repair Buffer                   57        563
[critical path, delay by kind of cell (launching register included)]
kind | cells | cell delay [ns]
AND-OR/OR-AND | 3 | 1.13
AND/OR/NAND/NOR | 1 | 0.16
buffers and inverters | 1 | 0.12
adder cells (fa/ha/maj) | 1 | 0.32
multiplexers | 1 | 0.08
flip-flops | 1 | 0.68
[logic make-up after synthesis]
logic type	Yosys count
multiplexers	35
XOR/XNOR	18
other	1
flip-flops	98
AND/OR/NAND/NOR	150
buffers and inverters	48
latches	2
adder cells (fa/ha/maj)	11
AND-OR/OR-AND	46
[stage by stage]
step | util | hold WS (ns) | std cells | cell area [um2]
after floorplan | - | 0.324 | 432 | 4710
after global placement | 0.348 | 0.337 | 642 | 5260
after detailed placement | 0.348 | 0.347 | 642 | 5260
after CTS | 0.372 | 0.227 | 658 | 5630
after global routing | 0.372 | 0.251 | 658 | 5630
final | 0.372 | 0.224 | 658 | 5630
Power is estimated from default activity; no workload was simulated.
